==> design.v <==
module clk_1k(
    input clk,
    input reset,
    output reg clk_1k
);
reg [15:0] div_reg;
always @ (posedge clk, posedge reset)
if (reset) 
begin
    div_reg <= 0;
    clk_1k <= 0;
end
else 
begin
    if (div_reg < 12500)
        div_reg <= div_reg + 1;
    else
    begin
        div_reg <= 0;
        clk_1k <= ~ clk_1k;
    end
end
endmodule
module led(
    data, 
    led
);
input [7:0] data;
output reg[7:0] led;
always @ (*)
begin
    led <= data;
end
endmodule
module seg2(clk, data, rst, dig, segments);
input clk;
input [7:0] data;
input rst;
output reg [3:0] dig;
output reg [7:0] segments;
reg [3:0] data_temp;
reg state;
always @ (posedge clk or posedge rst)
begin
    if (rst)
    begin
        dig <= 4'b1111;
        data_temp <= 0;
        state <= 0;
    end
    else
    begin
        case (state)
            0: begin
                dig <= 4'b1110;
                data_temp <= data[3:0];
                state <= 1;
            end 
            1: begin
                dig<= 4'b1101;
                data_temp <= data[7:4];
                state <= 0;
            end
            default: state <= 0;
        endcase
    end
end
always @ (*)
begin
    if (rst)
        segments = 8'h00;
    else
    begin
        case (data_temp)
            0: segments = 8'hc0;
            1: segments = 8'hf9;
            2: segments = 8'ha4;
            3: segments = 8'hb0;
            4: segments = 8'h99;
            5: segments = 8'h92;
            6: segments = 8'h82;
            7: segments = 8'hf8;
            8: segments = 8'h80;
            9: segments = 8'h90;
            10: segments = 8'h88;
            11: segments = 8'h83;
            12: segments = 8'hc6;
            13: segments = 8'ha1;
            14: segments = 8'h86;
            15: segments = 8'h8e;
            default: segments = 8'h00;
        endcase
    end
end
endmodule
module uart_rx(
    clk, rst_n, sci_rx, en_rx,
    rx_data, rx_d_val
);
parameter td = 2604;
parameter td_half = 1302;
parameter start_bit = 1'b0;
parameter end_bit = 1'b1;
input clk;
input rst_n;
input sci_rx;
input en_rx;
output reg [7:0] rx_data;
output reg rx_d_val;     
reg [3:0] rx_idx;
reg [3:0] state;
reg [15:0] cnt;  
reg end_ck;
always @ (posedge clk or posedge rst_n)
begin
    if (rst_n)
    begin
        rx_data <= 8'b00000000;
        rx_d_val <= 0;
        rx_idx <= 0;
        state <= 0;
        cnt <= 0;
        end_ck <= 0;
    end
    else  
    begin
        if (en_rx == 1 && state == 0)  
        begin           
            rx_d_val <= 0;
            end_ck <= 0;
            if (sci_rx == start_bit)
            begin
                state <= 1;
                cnt <= 0;
            end
        end
        if (state == 1)      
        begin
            cnt <= cnt + 1;
            if (sci_rx != 0)
            begin
                state <= 0;  
            end
            if (cnt == td_half)
            begin
                cnt <= 0;
                state <= 2;
                rx_idx <= 0;
                rx_d_val <= 0;   
            end
        end
        if (state == 2)  
        begin
            cnt <= cnt + 1;
            if (cnt == td)
            begin
                cnt <= 0;
                rx_data[rx_idx] <= sci_rx;
                rx_idx <= rx_idx + 1;
            end
            if (rx_idx == 4'b1000)
            begin
                state <= 3;
            end
        end
        if (state == 3)  
        begin
            cnt <= cnt + 1;
            if (cnt == td)
            begin
                end_ck <= (sci_rx == end_bit);  
            end
            if (cnt == td + td_half)
            begin
                cnt <= 0;
                state <= 0;  
                rx_d_val <= end_ck;
            end
        end
    end
end
endmodule
module uart_seg(
    clk, rst_n, sci_rx,
    sci_tx, led, dig, segments
);
input clk, rst_n, sci_rx;
output sci_tx;
output [7:0] led;
output [3:0] dig;
output [7:0] segments;
wire [7:0] data;
wire en_tx;
wire en_rx;
wire clk_1k;
uart_rx UR(
    .clk(clk), 
    .rst_n(rst_n), 
    .sci_rx(sci_rx),
    .en_rx(en_rx),
    .rx_data(data), 
    .rx_d_val(en_tx)
);
uart_tx UT(
    .clk(clk), 
    .rst_n(rst_n), 
    .tx_data(data),
    .en_tx(en_tx),
    .sci_tx(sci_tx),
    .tx_d_end(en_rx)
);
led LD(
    .data(data),
    .led(led)
);
clk_1k CL1(
    .clk(clk),
    .reset(rst_n),
    .clk_1k(clk_1k)
);
seg2 SG(
    .clk(clk_1k),
    .data(data),
    .rst(rst_n),
    .dig(dig),
    .segments(segments)
);
endmodule
module uart_tx(
    clk, rst_n, tx_data, en_tx,
    sci_tx, tx_d_end
);
parameter td = 2604;
parameter td_half = 1302;
parameter start_bit = 1'b0;
parameter end_bit = 1'b1;
input clk;
input rst_n;
input [7:0] tx_data;
input en_tx;
output reg sci_tx;
output reg tx_d_end;
reg [15:0] cnt;
reg [3:0] state;
reg [3:0] tx_idx;
always @ (posedge clk or posedge rst_n)
begin
    if (rst_n)
    begin
        sci_tx <= 1;
        cnt <= 0;
        state <= 0;
        tx_idx <= 0;
        tx_d_end <= 1;
    end
    else
    begin
        if (state == 0 && en_tx == 1)  
        begin
            state <= 1;
            sci_tx <= start_bit;     
            tx_d_end <= 0;  
        end
        if (state == 1)  
        begin
            cnt <= cnt + 1;
            if (cnt == td)
            begin
                cnt <= 0;
                state <= 2;
                tx_idx <= 0;
                sci_tx <= tx_data[tx_idx];
            end
        end
        if (state == 2)
        begin
            cnt <= cnt + 1;
            if (cnt == td)
            begin
                cnt <= 0;
                sci_tx <= tx_data[tx_idx + 1];
                tx_idx <= tx_idx + 1;
                if (tx_idx == 4'b0111)
                begin
                    state <= 3;
                    sci_tx <= end_bit;
                    tx_idx <= 0;
                end
            end
        end
        if (state == 3)
        begin
            cnt <= cnt + 1;
            if (cnt == td)   
            begin
                cnt <= 0;
                state <= 0;
                tx_d_end <= 1;   
                sci_tx <= 1;
            end
        end
    end
end
endmodule
==> run.sh <==
#!/bin/bash
# OpenROAD 26Q1-2900-gdf79404cd8, Yosys 0.63+post, stock flow scripts
make -C /OpenROAD-flow-scripts/flow DESIGN_CONFIG=/design/flow/config.mk WORK_HOME=/design/flow/orfs finish
==> config.mk <==
export PLATFORM = sky130hd
export DESIGN_NAME = uart_seg
export DESIGN_NICKNAME = uart_seg
export VERILOG_FILES = /design/flow/design.v
export SDC_FILE = /design/flow/constraint.sdc
export NUM_CORES = 4
export LEC_CHECK = 1
export CORE_UTILIZATION = 50
==> constraint.sdc <==
current_design uart_seg

set clk_period 5.4
set clk_io_pct 0.2

create_clock -name clk0 -period $clk_period [get_ports {clk}]

set non_clock_inputs [all_inputs -no_clocks]
set_input_delay [expr $clk_period * $clk_io_pct] -clock clk0 $non_clock_inputs
set_output_delay [expr $clk_period * $clk_io_pct] -clock clk0 [all_outputs]
==> qor.csv <==
metric,value,unit
failing checks,DRC,
die height,97.7,um
Post-synth EDFFs,0,
H-Tree Depth,3,
"Power, Total",1.10,mW
type of element capturing the critical path,output port,
# hold bufs at CTS,0,
Final Hold Viols,0,
setup repair bufs after CTS,0,
Ys Warns,5,
fin area,5090,sq um
first-pass GRT wire length,15000,um
Row Count,34,
cell count after placement,589,
Setup WS pre-CTS,1.54,ns
Worst R2R Path Depth,5,
R2R Setup Slk,2.74,ns
GPL Wtd Cong,0.826,
sequential element share of the synthesized area,46.0,%
worst hold path endpoint,UT.state[0],
maximum clock rate,262,MHz
Setup WS post-layout,1.59,ns
"antenna viol nets, final",0,
Area Overhead vs Synth,11.1,%
placed cell areas,4890,sq um
maximum VDD drop,139,uV
final std cells w/o fill,605,
number of global-route vias before repair,3151,
gr usage total,19.6,%
Iter 0 DRT Violations,117,
Slew headroom,49.0,%
skew final,0.0102,ns
"Async S/R FF share, synth",100,%
CTS root buf,clkbuf_8,
CP startpoint kind,input port,
reg-to-reg endpoint,UR.cnt[3],
post-synth design cell area,4580,sq um
fin crit share,70.6,%
final worst path period need,3.81,ns
unrepaired setup endpoints after global routing,no,
Crit path required time,4.32,ns
total wire length,8380,um
Num CTS Buffers,9,
largest net degree at the start of global routing,44,
Initial Util,52.0,%
endpoints left unconstrained,9,
clock buffer depth,2,
Power per Cell Area,215,nW/um^2
CTS resizes,0,
fin util,57.8,%
register pins left without a clock,7,
Dominant flop cell,dfrtp_1,
# Cells Yosys,469,
"critical path fanouts, max",42,
Vias,3387,
GRT overflow,0,
share of cells above drive strength 1,8.05,%
clk latency of the worst-skew pair,0.34,ns
Synth Area per Inst,9.77,sq um
DRT Pass-1 Iters,45,
Die Area,9550,sq um
DR DRC count,2,
# IOs,24,
status,"finished, violations left",
Avg Vias per Cell,5.60,
core box area,8810,sq um
Unique masters post-synth,65,
die width,97.7,um
"Reg clk slew, reported paths",0.08,ns
WS Path Type,in2out,
Worst-Margin Slew,0.754,ns
"Arr. time, crit path",2.73,ns
Min-Delay Path Class,reg2reg,
R2R Path Start,UR.cnt[4],
setup violators final,0,
Hold Slack,0.460,ns
Slew Limit Fails,0,
Setup Total Neg Slack,0,ns
Lkg Pwr,2.13,nW
Yosys reg bits,84,
Detailed Place HPWL,5900,um
Post-Syn Instances,469,
input/output buffers,21,
ANT cells,0,
TritonCTS clock tree,yes,
worst hold start,UR.rx_d_val,
Min-Delay Path Depth,1,
# Max-Cap Violations,0,
initial antenna violation count,0,
Log Warnings,38,
area reported by Yosys stat,4580,sq um
fill count,784,
WL per Instance,13.9,um
[kinds of logic (layout without fill, tap and decap cells)]
group / count (synthesis) / count (layout) / share of synthesized area [%]
multiplexers: 14 / 14 / 3.77
flip-flops: 84 / 84 / 46.0
AND/OR/NAND/NOR: 211 / 211 / 24.8
buffers and inverters: 35 / 61 / 3.22
other: 2 / 4 / 0.164
XOR/XNOR: 38 / 38 / 7.26
AND-OR/OR-AND: 66 / 66 / 9.56
adder cells (fa/ha/maj): 19 / 19 / 5.19
[power breakdown]
part	switching [mW]	total, mW	internal, mW
registers	0.0114	0.621	0.609
logic	0.0181	0.0288	0.0108
clock network	0.225	0.446	0.221
[area by class of cell]
class / count / area, sq um / area share (%)
Clock buffer: 9 / 124 / 2.43
Clock inverter: 7 / 81.3 / 1.60
Multi-Input combinational cell: 352 / 2330 / 45.8
Sequential cell: 84 / 2110 / 41.4
Inverter: 22 / 83.8 / 1.65
Timing Repair Buffer: 23 / 225 / 4.42
Tap cell: 108 / 135 / 2.65
[Yosys cell counts (9+ instances only)]
| master | count | area (sq um) |
|---|---|---|
| inv_1 | 22 | 82.6 |
| xnor2_1 | 21 | 184 |
| a21oi_1 | 13 | 65.1 |
| nand3_1 | 25 | 125 |
| nor3_1 | 24 | 120 |
| o21ai_0 | 20 | 100 |
| dfrtp_1 | 78 | 1950 |
| ha_1 | 19 | 238 |
| nor2_1 | 40 | 150 |
| nand4_1 | 12 | 75.1 |
| nand2_1 | 47 | 176 |
| xor2_1 | 17 | 149 |
| clkbuf_1 | 9 | 33.8 |
[cell usage in the layout, fill, tap and decap left out, types with 3 or more instances in the layout]
cell type and n:
conb_1 4, o31ai_1 4, a21oi_1 13, o21ai_0 20
and2_1 7, dfrtp_1 78, o21bai_1 3, nand2_1 47
and3_1 6, nand3_1 25, mux2i_1 6, nand4_1 12
xor2_1 17, dfstp_2 6, nor3_1 24, nor2b_1 8
inv_1 21, nor4_1 5, a31oi_1 4, nor4b_1 6
and4_1 5, nor2_1 40, xnor2_1 21, mux2_2 5
o2bb2ai_1 4, nand3b_1 4, clkbuf_8 9, clkdlybuf4s50_1 21
ha_1 19
[routing by layer]
layer	vias to the layer above	GRT usage, %	part of all wire, %
met5	-	0	0
met4	0	1.86	1.1
met1	1621	32.8	51
li1	1714	-	-
met3	8	2.64	2.5
met2	44	29.9	45
[critical path: stages]
cell             delay [ns]
clkdlybuf4s50_1        0.53
clkinv_2               0.10
buf_4                  0.44
clkdlybuf4s50_1        0.56
[worst max-delay path by stage]
stage	start	to	cells past startpoint
finish	rst_n	segments[7]	4
CTS	rst_n	segments[7]	4
global route	rst_n	segments[7]	4
No activity file was given, so power comes from the tool's default toggle rates.
