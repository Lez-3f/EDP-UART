## /design/flow/run.sh

```bash
#!/bin/bash
# OpenROAD 26Q1-2900-gdf79404cd8, Yosys 0.63+post, stock flow scripts
make -C /OpenROAD-flow-scripts/flow DESIGN_CONFIG=/design/flow/config.mk WORK_HOME=/design/flow/orfs finish
```

## /design/flow/config.mk

```make
export PLATFORM = sky130hd
export DESIGN_NAME = uart_alu
export DESIGN_NICKNAME = uart_alu
export VERILOG_FILES = /design/flow/design.v
export SDC_FILE = /design/flow/constraint.sdc
export NUM_CORES = 4
export LEC_CHECK = 1
export CORE_UTILIZATION = 40
```

## /design/flow/constraint.sdc

```tcl
current_design uart_alu

set clk_period 3.1
set clk_io_pct 0.2

create_clock -name clk0 -period $clk_period [get_ports {clk}]

set non_clock_inputs [all_inputs -no_clocks]
set_input_delay [expr $clk_period * $clk_io_pct] -clock clk0 $non_clock_inputs
set_output_delay [expr $clk_period * $clk_io_pct] -clock clk0 [all_outputs]
```

## /design/flow/design.v

```verilog
module alu_en (
    clk, data_a, data_b, cs, carry_in, en_alu, rst_n,
    s, zero, carry_out
);
input clk;
input [7:0] data_a;
input [7:0] data_b;
input [2:0] cs;
input carry_in;
input en_alu;    
input rst_n;
output reg [7:0] s;
output reg zero;
output reg carry_out;
parameter   AND = 3'b000,
            OR = 3'b001,
            ADD = 3'b010,
            SUB = 3'b011,
            SLT = 3'b100,
            SUBC= 3'b101,
            ADDC= 3'b110; 
always @(posedge clk or posedge rst_n) 
begin
    if (rst_n)
    begin
        s <= 0;
        zero <= 1;
        carry_out <= 0;
    end
    else  
    begin
        if (en_alu)
        begin
            carry_out <= 0;
            case (cs)
            AND: begin
                s <= data_a & data_b;
            end
            OR: begin
                s <= data_a | data_b;
            end
            ADD: begin
                s <= data_a + data_b;
            end
            SUB: begin
                s <= data_a - data_b;
            end
            SLT: begin
                s <= (data_a < data_b);
            end
            SUBC: begin
                if (data_a - carry_in < data_b)  
                begin
                    carry_out <= 1;
                end
                s <= {carry_out, data_a} - data_b - carry_in;
            end
            ADDC: begin
                {carry_out, s} <= data_a + data_b + carry_in;
            end
            endcase  
        end
        zero <= (s == 8'b00000000);
    end
end
endmodule
module clk_1k(
    input clk,
    input reset,
    output reg clk_1k
);
reg [15:0] div_reg;
always @ (posedge clk, posedge reset)
if (reset) 
begin
    div_reg <= 0;
    clk_1k <= 0;
end
else 
begin
    if (div_reg < 12500)
        div_reg <= div_reg + 1;
    else
    begin
        div_reg <= 0;
        clk_1k <= ~ clk_1k;
    end
end
endmodule
module led(
    data, 
    led
);
input [7:0] data;
output reg[7:0] led;
always @ (*)
begin
    led <= data;
end
endmodule
module seg2(clk, data, rst, dig, segments);
input clk;
input [7:0] data;
input rst;
output reg [3:0] dig;
output reg [7:0] segments;
reg [3:0] data_temp;
reg state;
always @ (posedge clk or posedge rst)
begin
    if (rst)
    begin
        dig <= 4'b1111;
        data_temp <= 0;
        state <= 0;
    end
    else
    begin
        case (state)
            0: begin
                dig <= 4'b1110;
                data_temp <= data[3:0];
                state <= 1;
            end 
            1: begin
                dig<= 4'b1101;
                data_temp <= data[7:4];
                state <= 0;
            end
            default: state <= 0;
        endcase
    end
end
always @ (*)
begin
    if (rst)
        segments = 8'h00;
    else
    begin
        case (data_temp)
            0: segments = 8'hc0;
            1: segments = 8'hf9;
            2: segments = 8'ha4;
            3: segments = 8'hb0;
            4: segments = 8'h99;
            5: segments = 8'h92;
            6: segments = 8'h82;
            7: segments = 8'hf8;
            8: segments = 8'h80;
            9: segments = 8'h90;
            10: segments = 8'h88;
            11: segments = 8'h83;
            12: segments = 8'hc6;
            13: segments = 8'ha1;
            14: segments = 8'h86;
            15: segments = 8'h8e;
            default: segments = 8'h00;
        endcase
    end
end
endmodule
module uart_alu(
    clk, rst_n, sci_rx,
    sci_tx, led, dig, segments
);
input clk, rst_n, sci_rx;
output sci_tx;
output [7:0] led;
output [3:0] dig;
output [7:0] segments;
reg [3:0] state;
reg [7:0] alu_data_a;
reg [7:0] alu_data_b;
reg [2:0] alu_cs;
reg alu_cin;
wire [7:0] data_alu_s;
wire alu_zero;
wire alu_cout;
wire [7:0] data_uar;
wire rx_d_val;
wire tx_d_end;
reg en_tx;
reg en_rx;
reg en_alu;
uart_rx UR(
    .clk(clk), 
    .rst_n(rst_n), 
    .sci_rx(sci_rx),
    .en_rx(en_rx),
    .rx_data(data_uar), 
    .rx_d_val(rx_d_val)
);
uart_tx UT(
    .clk(clk), 
    .rst_n(rst_n), 
    .tx_data(data_alu_s),
    .en_tx(en_tx),
    .sci_tx(sci_tx),
    .tx_d_end(tx_d_end)
);
led LD(
    .data(data_uar),
    .led(led)
);
clk_1k CL1(
    .clk(clk),
    .reset(rst_n),
    .clk_1k(clk_1k)
);
seg2 SG(
    .clk(clk_1k),
    .data(data_alu_s),
    .rst(rst_n),
    .dig(dig),
    .segments(segments)
);
alu_en ALU(
    .clk(clk),
    .data_a(alu_data_a),
    .data_b(alu_data_b),
    .cs(alu_cs),
    .carry_in(alu_cin),
    .en_alu(en_alu),
    .rst_n(rst_n),
    .s(data_alu_s),
    .zero(alu_zero),
    .carry_out(alu_cout)
);
always @ (posedge clk or posedge  rst_n)
begin
    if (rst_n)
    begin
        state <= 0;
        alu_data_a <= 0;
        alu_data_b <= 0;
        alu_cs <= 0;
        alu_cin <= 0;
        en_alu <= 0;
        en_rx <= 1;  
        en_tx <= 0;  
    end
    else
    begin
        case (state)
        0: begin
            if (rx_d_val)
            begin
                alu_data_a <= data_uar;
                state <= 1;
            end
        end
        1: begin
            if (rx_d_val)
            begin
                alu_data_b <= data_uar;
                state <= 2;
            end
        end
        2: begin
            if (rx_d_val)
            begin
                alu_cs <= data_uar[2:0];
                state <= 3;
            end
        end
        3: begin
            if (rx_d_val)
            begin
                alu_cin <= data_uar[0];         
                en_alu <= 1;
                state <= 0;
            end
        end
        endcase
    end
end
endmodule
module uart_rx(
    clk, rst_n, sci_rx, en_rx,
    rx_data, rx_d_val
);
parameter td = 2604;
parameter td_half = 1302;
parameter start_bit = 1'b0;
parameter end_bit = 1'b1;
input clk;
input rst_n;
input sci_rx;
input en_rx;
output reg [7:0] rx_data;
output reg rx_d_val;     
reg [3:0] rx_idx;
reg [3:0] state;
reg [15:0] cnt;  
reg end_ck;
always @ (posedge clk or posedge rst_n)
begin
    if (rst_n)
    begin
        rx_data <= 8'b00000000;
        rx_d_val <= 0;
        rx_idx <= 0;
        state <= 0;
        cnt <= 0;
        end_ck <= 0;
    end
    else  
    begin
        if (en_rx == 1 && state == 0)  
        begin           
            rx_d_val <= 0;
            end_ck <= 0;
            if (sci_rx == start_bit)
            begin
                state <= 1;
                cnt <= 0;
            end
        end
        if (state == 1)      
        begin
            cnt <= cnt + 1;
            if (sci_rx != 0)
            begin
                state <= 0;  
            end
            if (cnt == td_half)
            begin
                cnt <= 0;
                state <= 2;
                rx_idx <= 0;
                rx_d_val <= 0;   
            end
        end
        if (state == 2)  
        begin
            cnt <= cnt + 1;
            if (cnt == td)
            begin
                cnt <= 0;
                rx_data[rx_idx] <= sci_rx;
                rx_idx <= rx_idx + 1;
            end
            if (rx_idx == 4'b1000)
            begin
                state <= 3;
            end
        end
        if (state == 3)  
        begin
            cnt <= cnt + 1;
            if (cnt == td)
            begin
                end_ck <= (sci_rx == end_bit);  
            end
            if (cnt == td + td_half)
            begin
                cnt <= 0;
                state <= 0;  
                rx_d_val <= end_ck;
            end
        end
    end
end
endmodule
module uart_tx(
    clk, rst_n, tx_data, en_tx,
    sci_tx, tx_d_end
);
parameter td = 2604;
parameter td_half = 1302;
parameter start_bit = 1'b0;
parameter end_bit = 1'b1;
input clk;
input rst_n;
input [7:0] tx_data;
input en_tx;
output reg sci_tx;
output reg tx_d_end;
reg [15:0] cnt;
reg [3:0] state;
reg [3:0] tx_idx;
always @ (posedge clk or posedge rst_n)
begin
    if (rst_n)
    begin
        sci_tx <= 1;
        cnt <= 0;
        state <= 0;
        tx_idx <= 0;
        tx_d_end <= 1;
    end
    else
    begin
        if (state == 0 && en_tx == 1)  
        begin
            state <= 1;
            sci_tx <= start_bit;     
            tx_d_end <= 0;  
        end
        if (state == 1)  
        begin
            cnt <= cnt + 1;
            if (cnt == td)
            begin
                cnt <= 0;
                state <= 2;
                tx_idx <= 0;
                sci_tx <= tx_data[tx_idx];
            end
        end
        if (state == 2)
        begin
            cnt <= cnt + 1;
            if (cnt == td)
            begin
                cnt <= 0;
                sci_tx <= tx_data[tx_idx + 1];
                tx_idx <= tx_idx + 1;
                if (tx_idx == 4'b0111)
                begin
                    state <= 3;
                    sci_tx <= end_bit;
                    tx_idx <= 0;
                end
            end
        end
        if (state == 3)
        begin
            cnt <= cnt + 1;
            if (cnt == td)   
            begin
                cnt <= 0;
                state <= 0;
                tx_d_end <= 1;   
                sci_tx <= 1;
            end
        end
    end
end
endmodule
```

==> datasheet_impl.txt <==
Table: implementation figures

Parameter                              Value

Status
  Result of the run    finished clean

Clocking
  Clock tree root driver cell    sky130_fd_sc_hd__clkbuf_16
  Clock-pin slew reported for the worst setup and hold paths after clock tree synthesis    approximately 80 ps
  Insertion delay to the later sink of the worst-skew pair    360 ps
  Total of hold buffers inserted after clock tree synthesis    0
  Number of H-tree levels    3
  Maximum buffer depth of the clock tree    2
  Number of buffers inserted during clock tree synthesis    9
  TritonCTS clock tree    built
  Buffers inserted during post-CTS setup optimization    0
  Total of cells resized after clock tree synthesis    0

Drt
  1st-iter DRT viols    between 300 and 400
  Post-detailed-routing wire length    approximately 15 mm
  Routed length per placed instance    about 14 um
  Detailed-routing iteration count for the pre-antenna-repair pass    5
  Remaining number of nets flagged by the antenna check after routing    0
  Number of DRC violations after detailed routing    0
  Total number of vias    5464
  Count of antenna diodes in the layout    0
  Vias per inst    roughly 5.4

Worst setup path
  Startpoint type of the worst setup path    flip-flop
  Critical-path cell list    inv_1, fa_1, fa_1, o21a_1, o21a_1, o21a_1, nor3_1, and3b_1, o31a_1
  Worst-path maximum fanout    5
  Required @ worst endpoint    around 3400 ps
  Maximum single-stage delay on the critical path    between 400 and 500 ps
  CP max-delay cell    sky130_fd_sc_hd__fa_1
  Type of the worst setup path    reg -> reg
  Critical path endpoint category    flip-flop
  Crit path top cell by count    sky130_fd_sc_hd__o21a_1
  Endpoint arrival time on the critical path    around 2900 ps

Logic synthesis
  Dominant Register Cell    sky130_fd_sc_hd__dfrtp_1
  AND-OR/OR-AND share of the synthesized area    0.146
  Number of enable flip-flop cells    0
  Post-synthesis share of cell area spent on and, or, nand and nor gates    0.181
  Fa+ha+maj area frac    0.112
  Distinct cell type count of the synthesized netlist    approximately 73
  Average instance area after synthesis    about 9.4 um2
  Fraction of registers with async set/reset    1.00
  Flops after synth    between 100 and 150
  Multiplexer fraction of the synthesized cell area    0.0597
  Main combinational cell family by area after synthesis    simple AND/OR/NAND/NOR gates
  Netlist area before placement    between 7000 and 8000 um2
  Xor+xnor area frac    0.0569
  Yosys cell count    just under 800
  Count of synthesis-stage warnings from yosys    8
  Yosys stat chip area    ~7200 um2
  Post-Synthesis Cells    just under 800
  Seq share, synth    0.395

Floorplanning
  Area enclosed by the die boundary    between 15000 and 20000 um2
  Height of the die    around 140 um
  Core Box Area    around 17000 um2
  Number of core rows    ~48
  Core Density at Floorplan    0.414
  Count of pins on the block boundary    24
  Die Span X    136 um

Placement
  Number of buffers inserted by port buffering    21
  # placed instances    1004
  Post-detailed-placement half-perimeter wirelength    10.8 mm
  Routability cong.    0.870

Worst hold path
  Min-delay worst type    reg -> reg

Timing
  Remaining max-slew budget at the tightest pin    0.522
  Count of unclocked register or latch pins    7
  RSZ-0062 raised after global routing    no
  Number of hold violations in the final report    0
  Endpoints left unconstrained    9
  Final tally of max-slew violations    0
  Peak Freq    382 MHz
  Transition time at the pin with the least slew margin    approximately 710 ps
  Clock Skew    roughly 15 ps
  Share of the clock period used by the worst path after layout    0.845
  Final hold slack    about 480 ps
  Setup-failing EPs final    0
  Final worst path period need    approximately 2600 ps

Layout
  Top cell excl fill/tap    sky130_fd_sc_hd__dfrtp_1
  Fillers    approximately 1700
  Comb area    a little over 4000 um2
  Ratio of cells with drive above 1 in the final layout    0.0918
  Most frequently placed logic cells in the final layout    sky130_fd_sc_hd__dfrtp_1 (109), sky130_fd_sc_hd__nor2_1 (76), sky130_fd_sc_hd__inv_1 (62)
  Final Instance Count excl. Fillers    around 1000
  Reg area    around 2900 um2
  Layout overhead on the synthesized area    10.5%

Global route
  Wire length of the first global-routing pass    25.8 mm
  Total routing resource utilization after global routing    0.179
  Antenna violations before repair    0
  Leftover overflow at the end of global routing    0
  Vias in the first global route    between 5000 and 6000
  Pin count of the biggest net entering global routing    ~120

Power and ir drop
  Peak supply drop    0.000295 V
  Ratio of total power to cell area    349 nW/um2
  Leakage power of the design    3.39 nW

Run
  # Max-Cap Violations    0
  Count of tool warnings    64
## layout make-up
cell class / count / area share
well taps: 225 / 0.0352
flip-flops and latches: 114 / 0.358
inverters: 63 / 0.0301
clock inverters: 6 / 0.00626
repair buffers: 30 / 0.0363
clock buffers: 10 / 0.0299
multi-input cells: 572 / 0.504
## report_power, final
part	total (mW)	switching [mW]	internal (mW)
Combinational	0.154	0.0975	0.0562
Clock	1.10	0.526	0.575
Sequential	1.53	0.0552	1.48
## final timing paths
path	from	endpoint	depth (start not counted)	slack, ps
min in group asynchronous	rst_n	ALU.s[2]	3	960
max reg2reg	alu_data_b[0]	ALU.s[6]	9	480
min	flip-flop	flip-flop	2	480
min reg2reg	flip-flop	flip-flop	2	480
max	alu_data_b[0]	ALU.s[6]	9	480
max in group asynchronous	rst_n	UR.rx_data[3]	3	1660
## metal layers
metal	routed length [um]	GRT usage
met5	0	0
met4	174	0.0222
met3	853	0.0312
met2	6360	0.255
met1	7400	0.299
## worst max-delay path, delay by kind of cell, from the launching register on
family / cells / cell delay, ps
AOI/OAI and AO/OA: 4 / 810
buffers and inverters: 1 / 100
DFF: 1 / 440
adders and majority gates: 2 / 870
and+or+nand+nor: 2 / 300
## Yosys cell counts (5+ instances only)
master / n / area [um2]
sky130_fd_sc_hd__a211oi_1: 5 / 37.5
sky130_fd_sc_hd__a21oi_1: 30 / 150
sky130_fd_sc_hd__a31oi_1: 11 / 68.8
sky130_fd_sc_hd__and2_1: 7 / 43.8
sky130_fd_sc_hd__and3_1: 5 / 31.3
sky130_fd_sc_hd__buf_2: 5 / 25.0
sky130_fd_sc_hd__clkbuf_1: 12 / 45.0
sky130_fd_sc_hd__dfrtp_1: 109 / 2730
sky130_fd_sc_hd__dfstp_2: 5 / 131
sky130_fd_sc_hd__fa_1: 6 / 120
sky130_fd_sc_hd__ha_1: 55 / 688
sky130_fd_sc_hd__inv_1: 63 / 236
sky130_fd_sc_hd__mux2_2: 29 / 327
sky130_fd_sc_hd__mux2i_1: 6 / 60.1
sky130_fd_sc_hd__nand2_1: 51 / 191
sky130_fd_sc_hd__nand2b_1: 9 / 56.3
sky130_fd_sc_hd__nand3_1: 32 / 160
sky130_fd_sc_hd__nand3b_1: 5 / 37.5
sky130_fd_sc_hd__nand4_1: 8 / 50.1
sky130_fd_sc_hd__nor2_1: 76 / 285
sky130_fd_sc_hd__nor2b_1: 10 / 62.6
sky130_fd_sc_hd__nor3_1: 13 / 65.1
sky130_fd_sc_hd__nor4_1: 9 / 56.3
sky130_fd_sc_hd__o211ai_1: 6 / 45.0
sky130_fd_sc_hd__o21a_1: 5 / 37.5
sky130_fd_sc_hd__o21ai_0: 61 / 305
sky130_fd_sc_hd__o22ai_1: 5 / 31.3
sky130_fd_sc_hd__or3_1: 6 / 37.5
sky130_fd_sc_hd__or4_1: 5 / 37.5
sky130_fd_sc_hd__xnor2_1: 30 / 263
sky130_fd_sc_hd__xor2_1: 17 / 149
## cell families (layout without fill, tap and decap cells)
logic type	Yosys count	after routing
buffers and inverters	86	109
adder cells (fa/ha/maj)	61	61
multiplexers	37	37
other	2	4
flip-flops	114	114
XOR/XNOR	47	47
AND/OR/NAND/NOR	256	256
AND-OR/OR-AND	167	167
## per-stage QoR
stage / utilization / power [mW] / area (um2) / setup TNS (ps) / setup slack (ps)
final: 0.457 / 2.79 / 7990 / 0 / 480
after CTS: 0.457 / 2.85 / 7990 / 0 / 475
after detailed placement: 0.441 / 1.71 / 7700 / 0 / 496
after global placement: 0.441 / 1.72 / 7700 / 0 / 512
after global routing: 0.457 / 2.92 / 7990 / 0 / 318
after floorplan: - / 1.66 / 7250 / -126 / -126
Power is estimated from default activity; no workload was simulated.
