## config.mk

```make
export PLATFORM = sky130hd
export DESIGN_NAME = uart_alu_top
export DESIGN_NICKNAME = uart_alu_top
export VERILOG_FILES = /design/flow/design.v
export SDC_FILE = /design/flow/constraint.sdc
export NUM_CORES = 4
export LEC_CHECK = 1
export CORE_UTILIZATION = 30
```

## constraint.sdc

```tcl
current_design uart_alu_top

set clk_period 3.0
set clk_io_pct 0.2

create_clock -name clk0 -period $clk_period [get_ports {clk}]

set non_clock_inputs [all_inputs -no_clocks]
set_input_delay [expr $clk_period * $clk_io_pct] -clock clk0 $non_clock_inputs
set_output_delay [expr $clk_period * $clk_io_pct] -clock clk0 [all_outputs]
```

## design.v

```verilog
module alu_en (
    clk, data_a, data_b, cs, carry_in, en_alu, rst_n,
    s, zero, carry_out
);
input clk;
input [7:0] data_a;
input [7:0] data_b;
input [2:0] cs;
input carry_in;
input en_alu;    
input rst_n;
output reg [7:0] s;
output reg zero;
output reg carry_out;
parameter   AND = 3'b000,
            OR = 3'b001,
            ADD = 3'b010,
            SUB = 3'b011,
            SLT = 3'b100,
            SUBC= 3'b101,
            ADDC= 3'b110; 
always @(posedge clk or posedge rst_n) 
begin
    if (rst_n)
    begin
        s <= 0;
        zero <= 1;
        carry_out <= 0;
    end
    else  
    begin
        if (en_alu)
        begin
            carry_out <= 0;
            case (cs)
            AND: begin
                s <= data_a & data_b;
            end
            OR: begin
                s <= data_a | data_b;
            end
            ADD: begin
                s <= data_a + data_b;
            end
            SUB: begin
                s <= data_a - data_b;
            end
            SLT: begin
                s <= (data_a < data_b);
            end
            SUBC: begin
                if (data_a - carry_in < data_b)  
                begin
                    carry_out <= 1;
                end
                s <= {carry_out, data_a} - data_b - carry_in;
            end
            ADDC: begin
                {carry_out, s} <= data_a + data_b + carry_in;
            end
            endcase  
        end
        zero <= (s == 8'b00000000);
    end
end
endmodule
module clk_1k(
    input clk,
    input reset,
    output reg clk_1k
);
reg [15:0] div_reg;
always @ (posedge clk, posedge reset)
if (reset) 
begin
    div_reg <= 0;
    clk_1k <= 0;
end
else 
begin
    if (div_reg < 12500)
        div_reg <= div_reg + 1;
    else
    begin
        div_reg <= 0;
        clk_1k <= ~ clk_1k;
    end
end
endmodule
module data_ctl(
    clk, rst_n, rx_d_val, rx_data, tx_d_end,
    alu_data_a, alu_data_b, alu_cs, alu_cin, 
    en_alu, en_rx, en_tx
);
input clk, rst_n, rx_d_val, tx_d_end;
input [7:0] rx_data;
output reg [7:0] alu_data_a;
output reg [7:0] alu_data_b;
output reg [2:0] alu_cs;
output reg alu_cin;
output reg en_tx;
output reg en_rx;
output reg en_alu;
reg [3:0] state;
always @ (posedge clk or posedge  rst_n)
begin
    if (rst_n)
    begin
        state <= 0;
        alu_data_a <= 0;
        alu_data_b <= 0;
        alu_cs <= 0;
        alu_cin <= 0;
        en_alu <= 0;
        en_rx <= 1;  
        en_tx <= 0;  
    end
    else
    begin
        case (state)
        0: begin
            if (rx_d_val)
            begin
                alu_data_a <= rx_data;
                state <= 1;
            end
        end
        1: begin
            if (rx_d_val)
            begin
                alu_data_b <= rx_data;
                state <= 2;
            end
        end
        2: begin
            if (rx_d_val)
            begin
                alu_cs <= rx_data[2:0];
                state <= 3;
            end
        end
        3: begin
            if (rx_d_val)
            begin
                alu_cin <= rx_data[0];         
                en_alu <= 1;
                state <= 4;
            end
        end
        4: begin
            en_rx <= 0;
            en_tx <= 1;
            if (en_tx && tx_d_end)
            begin
                en_rx <= 1;
                en_tx <= 0;
                state <= 0;
            end
        end
        endcase
    end
end
endmodule
module led(
    data, 
    led
);
input [7:0] data;
output reg[7:0] led;
always @ (*)
begin
    led <= data;
end
endmodule
module seg2(clk, data, rst, dig, segments);
input clk;
input [7:0] data;
input rst;
output reg [3:0] dig;
output reg [7:0] segments;
reg [3:0] data_temp;
reg state;
always @ (posedge clk or posedge rst)
begin
    if (rst)
    begin
        dig <= 4'b1111;
        data_temp <= 0;
        state <= 0;
    end
    else
    begin
        case (state)
            0: begin
                dig <= 4'b1110;
                data_temp <= data[3:0];
                state <= 1;
            end 
            1: begin
                dig<= 4'b1101;
                data_temp <= data[7:4];
                state <= 0;
            end
            default: state <= 0;
        endcase
    end
end
always @ (*)
begin
    if (rst)
        segments = 8'h00;
    else
    begin
        case (data_temp)
            0: segments = 8'hc0;
            1: segments = 8'hf9;
            2: segments = 8'ha4;
            3: segments = 8'hb0;
            4: segments = 8'h99;
            5: segments = 8'h92;
            6: segments = 8'h82;
            7: segments = 8'hf8;
            8: segments = 8'h80;
            9: segments = 8'h90;
            10: segments = 8'h88;
            11: segments = 8'h83;
            12: segments = 8'hc6;
            13: segments = 8'ha1;
            14: segments = 8'h86;
            15: segments = 8'h8e;
            default: segments = 8'h00;
        endcase
    end
end
endmodule
module uart_alu_top(
    clk, rst_n, sci_rx,
    sci_tx, led, dig, segments
);
input clk, rst_n, sci_rx;
output sci_tx;
output [7:0] led;
output [3:0] dig;
output [7:0] segments;
wire [7:0] alu_data_a;
wire [7:0] alu_data_b;
wire [2:0] alu_cs;
wire alu_cin;
wire [7:0] data_alu_s;
wire alu_zero;
wire alu_cout;
wire [7:0] data_uar;
wire rx_d_val;
wire tx_d_end;
wire en_tx;
wire en_rx;
wire en_alu;
uart_rx UR(
    .clk(clk), 
    .rst_n(rst_n), 
    .sci_rx(sci_rx),
    .en_rx(en_rx),
    .rx_data(data_uar), 
    .rx_d_val(rx_d_val)
);
uart_tx UT(
    .clk(clk), 
    .rst_n(rst_n), 
    .tx_data(data_alu_s),
    .en_tx(en_tx),
    .sci_tx(sci_tx),
    .tx_d_end(tx_d_end)
);
led LD(
    .data(data_uar),
    .led(led)
);
clk_1k CL1(
    .clk(clk),
    .reset(rst_n),
    .clk_1k(clk_1k)
);
seg2 SG(
    .clk(clk_1k),
    .data(data_alu_s),
    .rst(rst_n),
    .dig(dig),
    .segments(segments)
);
data_ctl DC(
    .clk(clk), 
    .rst_n(rst_n), 
    .rx_d_val(rx_d_val), 
    .rx_data(data_uar),
    .tx_d_end(tx_d_end),
    .alu_data_a(alu_data_a), 
    .alu_data_b(alu_data_b), 
    .alu_cs(alu_cs), 
    .alu_cin(alu_cin), 
    .en_alu(en_alu), 
    .en_rx(en_rx), 
    .en_tx(en_tx)
);
alu_en ALU(
    .clk(clk),
    .data_a(alu_data_a),
    .data_b(alu_data_b),
    .cs(alu_cs),
    .carry_in(alu_cin),
    .en_alu(en_alu),
    .rst_n(rst_n),
    .s(data_alu_s),
    .zero(alu_zero),
    .carry_out(alu_cout)
);
endmodule
module uart_rx(
    clk, rst_n, sci_rx, en_rx,
    rx_data, rx_d_val
);
parameter td = 2604;
parameter td_half = 1302;
parameter start_bit = 1'b0;
parameter end_bit = 1'b1;
input clk;
input rst_n;
input sci_rx;
input en_rx;
output reg [7:0] rx_data;
output reg rx_d_val;     
reg [3:0] rx_idx;
reg [3:0] state;
reg [15:0] cnt;  
reg end_ck;
always @ (posedge clk or posedge rst_n)
begin
    if (rst_n)
    begin
        rx_data <= 8'b00000000;
        rx_d_val <= 0;
        rx_idx <= 0;
        state <= 0;
        cnt <= 0;
        end_ck <= 0;
    end
    else  
    begin
        if (en_rx == 1 && state == 0)  
        begin           
            rx_d_val <= 0;
            end_ck <= 0;
            if (sci_rx == start_bit)
            begin
                state <= 1;
                cnt <= 0;
            end
        end
        if (state == 1)      
        begin
            cnt <= cnt + 1;
            if (sci_rx != 0)
            begin
                state <= 0;  
            end
            if (cnt == td_half)
            begin
                cnt <= 0;
                state <= 2;
                rx_idx <= 0;
                rx_d_val <= 0;   
            end
        end
        if (state == 2)  
        begin
            cnt <= cnt + 1;
            if (cnt == td)
            begin
                cnt <= 0;
                rx_data[rx_idx] <= sci_rx;
                rx_idx <= rx_idx + 1;
            end
            if (rx_idx == 4'b1000)
            begin
                state <= 3;
            end
        end
        if (state == 3)  
        begin
            cnt <= cnt + 1;
            if (cnt == td)
            begin
                end_ck <= (sci_rx == end_bit);  
            end
            if (cnt == td + td_half)
            begin
                cnt <= 0;
                state <= 0;  
                rx_d_val <= end_ck;
            end
        end
    end
end
endmodule
module uart_tx(
    clk, rst_n, tx_data, en_tx,
    sci_tx, tx_d_end
);
parameter td = 2604;
parameter td_half = 1302;
parameter start_bit = 1'b0;
parameter end_bit = 1'b1;
input clk;
input rst_n;
input [7:0] tx_data;
input en_tx;
output reg sci_tx;
output reg tx_d_end;
reg [15:0] cnt;
reg [3:0] state;
reg [3:0] tx_idx;
always @ (posedge clk or posedge rst_n)
begin
    if (rst_n)
    begin
        sci_tx <= 1;
        cnt <= 0;
        state <= 0;
        tx_idx <= 0;
        tx_d_end <= 1;
    end
    else
    begin
        if (state == 0 && en_tx == 1)  
        begin
            state <= 1;
            sci_tx <= start_bit;     
            tx_d_end <= 0;  
        end
        if (state == 1)  
        begin
            cnt <= cnt + 1;
            if (cnt == td)
            begin
                cnt <= 0;
                state <= 2;
                tx_idx <= 0;
                sci_tx <= tx_data[tx_idx];
            end
        end
        if (state == 2)
        begin
            cnt <= cnt + 1;
            if (cnt == td)
            begin
                cnt <= 0;
                sci_tx <= tx_data[tx_idx + 1];
                tx_idx <= tx_idx + 1;
                if (tx_idx == 4'b0111)
                begin
                    state <= 3;
                    sci_tx <= end_bit;
                    tx_idx <= 0;
                end
            end
        end
        if (state == 3)
        begin
            cnt <= cnt + 1;
            if (cnt == td)   
            begin
                cnt <= 0;
                state <= 0;
                tx_d_end <= 1;   
                sci_tx <= 1;
            end
        end
    end
end
endmodule
```

## run.sh

```bash
#!/bin/bash
# OpenROAD 26Q1-2900-gdf79404cd8, Yosys 0.63+post, stock flow scripts
make -C /OpenROAD-flow-scripts/flow DESIGN_CONFIG=/design/flow/config.mk WORK_HOME=/design/flow/orfs finish
```

==> run_results.csv <==
group,metric,value,unit
timing,fin_hold_ws,471,ps
clock_tree,hold_buffers,0,
critical_path,crit_path_top_delay_cell,"clkdlybuf4s50_1",
drt,wl,15.2,mm
power_and_ir_drop,ir_drop,0.000345,V
power_and_ir_drop,intPower,3.00,mW
job,drv_cap,0,
critical_path,crit_cells,4,
cells_and_area,syn2layout_area_growth,15.4,%
drt,via_per_inst,4.71,
global_routing,grt_overflow,0,
floorplanning,rows,57,
yosys,common_cells,"dfrtp_1 (112), nor2_1 (79), nand2_1 (70)",
clock_tree,clock-root-buffer,"clkbuf_16",
timing,slew_headroom,52.6,%
clock_tree,numCtsBuffers,17,
yosys,largest_area_cell,"dfrtp_1",
worst_hold_path,min_path_cells,2,
yosys,synth_seq_share,40.0,%
yosys,yosysWarnings,8,
timing,post-route-period-util,85.9,%
clock_tree,clk_latency,400,ps
timing,report.final.slew_viol_count,0,
critical_path,cpMostUsedCell,"clkdlybuf4s50_1",
timing,tightest_slew,711,ps
timing,fmax,388,MHz
power_and_ir_drop,p_switching,748,uW
clock_tree,cts_tree,"yes",
yosys,edf_count,0,
yosys,yosys.area.top_type_share,37.2,%
yosys,syn-mean-instance-area,9.42,um^2
global_routing,antenna_found_initial,0,
yosys,async_reset_ff_share,100,%
floorplanning,fp_util,30.8,%
timing,rsz0062_at_grt,"false",
place,dp_worst_setup_slack,379,ps
clock_tree,cts-htree-levels,4,
floorplanning,io_pins,24,
power_and_ir_drop,power_density,432,nW/um^2
floorplanning,die_x,160,um
timing,skew,7.79,ps
critical_path,cp_data_arrival_time,1980,ps
critical_path,cp_num_buf_inv,3,
outcome,status,"complete, no violations",
critical_path,cpPeakStageDelay,630,ps
power_and_ir_drop,pwr-share-seq,42.6,%
timing,unclocked_regs,7,
power_and_ir_drop,power,3.75,mW
power_and_ir_drop,pwr-share-comb,1.5,%
floorplanning,core_area,24500,um^2
drt,ant_nets,0,
place,hpwl,10.8,mm
global_routing,grt_usage,12.6,%
yosys,ys_ff,120,
place,dp.cells,1125,
clock_tree,path_clk_slew,50,ps
global_routing,grt_start_max_net_pins,121,
yosys,syn_area,7530,um^2
cells_and_area,final_cells,1157,
floorplanning,fp.dieH,160,um
timing,layout_min_cycle_time,2580,ps
power_and_ir_drop,power_leakage,3.63,nW
critical_path,crit_fanout,7,
power_and_ir_drop,netSwitchingFraction,19.9,%
drt,drt_first_pass_iters,5,
yosys,syn-instance-count,799,
critical_path,worstPathCellList,"clkdlybuf4s50_1, clkinvlp_4, and2_1, clkdlybuf4s50_1",
job,tool_warnings,64,
clock_tree,cts-resized-gates,0,
timing,setup_ws,422,ps
timing,setup_viol,0,
drt,vias,5449,
drt,diodes,0,
global_routing,grt_pass1_wl,26.1,mm
place,gp_congestion,0.851,
yosys,yosysCellCount,799,
critical_path,crit_family,"buffers and inverters",
critical_path,ff2ff_path_depth,9,
critical_path,crit_type,"input pin to output port",
drt,post_drt_wl_per_cell,13.1,um
cells_and_area,final_util,35.5,%
clock_tree,postCtsSetupBuffers,0,
yosys,ys_chip_area,7530,um^2
worst_hold_path,hp-class,"register to register",
yosys,yosysMostFrequentCell,"dfrtp_1",
critical_path,crit_required,2400,ps
critical_path,cp-end-kind,"output port",
floorplanning,die_area,25700,um^2
clock_tree,cts_buffer_depth,2,
timing,untimed_endpoints,9,
drt,drt_iter0_drc,372,
cells_and_area,drive_gt1_share,11.3,%
timing,hold_violations,0,
yosys,area_leaders,"dfrtp_1 (37%), ha_1 (9.1%), mux2_2 (4.2%)",
global_routing,grt_pass1_vias,5206,
power_and_ir_drop,clkPwrFrac,55.8,%
yosys,synth_cell_types,81,
drt,drc,0,
critical_path,cp-start-kind,"input pin",
yosys,ff_type,"dfrtp_1",
place,io_buffer_count,21,
## cell families (layout without fill, tap and decap cells)
group	after synthesis	after routing	share of synthesized area [%]
compound gates	159	159	13.6
flops	120	120	40.0
xor+xnor	52	52	6.05
simple gates	277	277	18.5
fa+ha+maj	61	61	10.7
mux	37	37	6.07
buf+inv	91	123	4.94
other cells	2	4	0.0998
## power groups by stage
stage,sequential [mW],combinational (mW),clock [mW]
after CTS,1.60,0.0621,2.14
after global routing,1.60,0.0683,2.21
final,1.60,0.0576,2.09
## area by class of cell
class,count,area (um^2)
Timing Repair Buffer,26,260
Multi-Input combinational cell,590,4150
Clock buffer,21,450
Sequential cell,120,3010
Fill cell,2433,15800
Inverter,65,248
Clock inverter,11,161
Tap cell,324,405
## per-layer routing
| metal | wire length (um) | track usage [%] | up-vias |
|---|---|---|---|
| li1 | - | - | 2800 |
| met1 | 8080 | 21.0 | 2537 |
| met2 | 6300 | 17.6 | 97 |
| met3 | 569 | 2.16 | 15 |
| met4 | 225 | 1.99 | 0 |
| met5 | 0 | 0 | - |
## worst paths after layout
check / to / slack (ps) / startpoint
max: segments[3] / 420 / rst_n
min: DC.state[0] / 470 / DC.state[0]
max reg2reg: ALU.s[7] / 500 / DC.alu_data_b[0]
min reg2reg: DC.state[0] / 470 / DC.state[0]
max in group asynchronous: UR.rx_data[0] / 1560 / rst_n
min in group asynchronous: CL1.div_reg[2] / 910 / rst_n
## metrics by stage
stage | cell area (um^2) | setup TNS [ps]
floorplan | 7540 | -275
global placement | 8080 | 0
detailed placement | 8080 | 0
CTS | 8690 | 0
global route | 8690 | 0
finish | 8690 | 0
## worst reg2reg max path: cells and delay by family, from the launching register on
| kind | cells | cell delay (ps) |
|---|---|---|
| adder cells (fa/ha/maj) | 2 | 720 |
| flip-flops | 1 | 420 |
| buffers and inverters | 1 | 110 |
| AND-OR/OR-AND | 5 | 950 |
| XOR/XNOR | 1 | 160 |
## cells in the final DEF, fill, tap and decap left out, drive strengths merged, types with 12 or more instances in the layout
master	Yosys	routed
nand2	71	71
clkdlybuf4s50	0	21
inv	65	64
xor2	23	23
mux2	29	29
xnor2	29	29
nand3	32	32
nor2b	12	12
a21oi	37	37
nor3	13	13
ha	55	55
dfrtp	112	112
nor2	80	80
clkbuf	10	21
o21ai	50	50
Power and IR drop assume default switching activity.
